File: design/flow/config.mk
export PLATFORM = sky130hd
export DESIGN_NAME = master
export DESIGN_NICKNAME = master
export VERILOG_FILES = /design/flow/design.v
export SDC_FILE = /design/flow/constraint.sdc
export NUM_CORES = 4
export LEC_CHECK = 1
export CORE_UTILIZATION = 40
File: design/flow/constraint.sdc
current_design master

set clk_period 19.8
set clk_io_pct 0.2

create_clock -name clk0 -period $clk_period [get_ports {clk}]

set non_clock_inputs [all_inputs -no_clocks]
set_input_delay [expr $clk_period * $clk_io_pct] -clock clk0 $non_clock_inputs
set_output_delay [expr $clk_period * $clk_io_pct] -clock clk0 [all_outputs]
File: design/flow/design.v
`timescale 1 ns / 1 ps
module master
(
input CMD_RCVD,
input clk, 
input a_rst,
input [7:0] addr,
input [3:0] ctrl,
input [119:0] data15, 
input rw,
output mode,  
input AWREADY, 
input WREADY,
input BVALID,
input BRESP,
input ARREADY,
input RVALID,
input [7:0] RDATA,
output reg AWVALID, 
output reg WVALID,
output reg BREADY,
output reg [11:0] AWADDR,  
output reg [11:0] ARADDR,
output reg [7:0] WDATA,
output reg ARVALID,
output reg RREADY,
output reg [119:0] answer,
input RLAST,
output reg WLAST,
output reg [3:0] state
);
reg [3:0] I;  
reg [3:0] N;  
reg [3:0] N2;  
reg [4:0] L;  
reg [3:0] L2;  
reg flag;
wire BURST;
reg [119:0] preanswer;
localparam 
	IDLE = 4'b0000, 
	WADDR = 4'b0001, 
	WDATAST = 4'b0010,
	WRES = 4'b0011, 
	RADDR = 4'b0100, 
	RDATAST = 4'b0101,
	RRES = 4'b0110, 
	OK = 1'b1,  
	READ = 1'b0, 
	WRITE = 1'b1;   
always @(posedge clk, posedge a_rst) 
  begin
    if (a_rst) 
     begin 
			state <= IDLE; 
		 end 
		else 
	   begin
	   	case(mode)
	   		WRITE:
	   		 begin
			   	case(state)
			   		IDLE: 
			   		 begin
			   		 	N <= 0; 
			   		 	I <= 0;
			   		 	answer <= 0;
			   		 	if (CMD_RCVD)
			   		 		state <= WADDR; 
			   		 end 
			   		WADDR: 
			   		 begin
			   		 	N <= ctrl;
							N2 <= ctrl - 1; 
							AWADDR <= {addr,ctrl};
							AWVALID <= 1;
							if(AWREADY==1) begin
						    WDATA <= data15[I*8 +: 7];
						    I <= I + 1;  
						    WVALID <= 1;
						    AWADDR <= 0;
						    AWVALID <= 0;
						    BREADY <= 1;
						    if(~BURST)
						    	WLAST <= 1;
						  end
						  if(AWREADY)
			   		 		state <= WDATAST;
			   		 end 
			   		WDATAST: 
			   		 begin
			   		 	if(I == N) begin
						    WLAST <= 0;
						    WVALID <= 0;
						    WDATA <= 0;
						  end
							else if(I == N2) begin
						    WLAST <= 1;
						  end
							if(WREADY == 1) begin  
						    I <= I + 1;
						    WDATA <= data15[I*8 +: 7];
						    WVALID <= 1;
    					end
			   		 	if (I == N)
			   		 		state <= WRES;
			   		 end
			   		WRES: 
			   		 begin
			   		 	if(BVALID == 1)
			   		 		BREADY <= 0;
			   		 	WLAST <= 0;
			   		 	if(BVALID == 1)
			   		 		state <= IDLE;
			   		 end
			   		default: state <= IDLE; 
			   	endcase 
			   end
			 	READ: 
			 	 begin
			 	 	case(state)
			 	 		IDLE:
			 	 		 begin
			 	 		 	N <= 0; 
			   		 	I <= 0;
			   		 	preanswer <= 0;
							if (CMD_RCVD)
								RREADY <= 1;
			 	 		 	if (CMD_RCVD)
			 	 		 		state <= RADDR;
			 	 		 end 
			 	 		RADDR:
			 	 		 begin
			 	 			ARADDR <= {addr,ctrl};
							ARVALID <= 1;
							N <= ctrl;
							if(ARREADY==1) begin
							    preanswer[I*8 +: 7] = RDATA;  
							    I <= I + 1;
							    ARADDR <= 0;
							    ARVALID <= 0;
							end
							if (ARREADY)
								state <= RDATAST;
							if ((RLAST == 1) & (RVALID == 1)) begin
								RREADY <= 0;
			 	 		 		answer <= preanswer;
			 	 		 	end
			 	 		 	if ((RLAST == 1) & (RVALID == 1))
			 	 		 		state <= IDLE; 
			 	 		 end
			 	 		RDATAST:
			 	 		 begin
			 	 		 	if(I == N)
							  RREADY <= 0;
							if (RVALID == 1) begin
						    I <= I + 1;
						    preanswer[I*8 +: 7] = RDATA;
						    RREADY <= 1;
						  end
						  if ((RLAST == 1) & (RVALID == 1))
						  	answer <= preanswer;
			 	 		 	if ((RLAST == 1) & (RVALID == 1))
			 	 		 		state <= IDLE; 
			 	 		 end
			 	 		 default: state <= IDLE;
			 	 	endcase
			 	 end
		   endcase
	   end 
  end
  assign mode = rw;
  assign BURST = (ctrl != 1);
endmodule  
File: design/flow/run.sh
#!/bin/bash
# OpenROAD 26Q1-2900-gdf79404cd8, Yosys 0.63+post, stock flow scripts
make -C /OpenROAD-flow-scripts/flow DESIGN_CONFIG=/design/flow/config.mk WORK_HOME=/design/flow/orfs finish
==> metrics.csv <==
stage,metric,value,unit
place,placed_cells,2061,
clock_network,clk_latency,540,ps
setup_path,worst_path_largest_cell_delay,600,ps
timing,timing.fmax,0.110,GHz
place,dpl.hpwl,29.2,mm
synthesis,yosys_warnings,1,
timing,hold_viol,0,
global_route,antenna_found_initial,0,
detailed_routing,drc,0,
outcome,outcome,finished clean,
detailed_routing,wl,43.9,mm
setup_path,rr_startpoint,I[0]$_DFFE_PP_,
worst_hold_path,min_from,preanswer[87]$_DFFE_PP_,
pwr,power-per-cell-area,119,nW/um^2
setup_path,r2r-end,answer[76]$_SDFFCE_PP0P_,
global_route,gr-usage-met2,0.357,
clock_network,postCtsSetupRepairBufs,0,
setup_path,slowest_stage,clkdlybuf4s50_1,
pwr,ir_drop,0.0000673,V
global_route,use_met1,0.388,
setup_path,critPathBufInv,2,
pwr,leakage,0.00689,uW
timing,skew,14.4,ps
setup_path,reg2reg_slack,16080,ps
final_layout,syn_to_final_growth,28.9,%
detailed_routing,ant_nets,0,
global_route,track_usage,0.244,
worst_hold_path,worstHoldPathCells,1,
clock_network,cts.reportedPaths.clkPinSlew,50,ps
final_layout,instances_no_fill,2118,
floorplan,fp.dieH,198,um
clock_network,hold_buffers,0,
clock_network,h-tree-depth,2,
synthesis,yosysChipArea,15300,um^2
synthesis,syn_area,15300,um^2
floorplan,die_w,198,um
pwr,power.total,2350,uW
setup_path,cp_top_family,buffers and inverters,
detailed_routing,drt_pre_antenna_iters,5,
floorplan,num_io_pins,314,
synthesis,synth_flop_count,292,
floorplan,coreArea,37700,um^2
timing,slew_violations,0,
synthesis,async_flop_share,0.0103,
floorplan,fp_util,0.407,
clock_network,numCtsBuffers,35,
floorplan,rows,71,
timing,fin_hold_ws,547,ps
place,numPortBuffers,294,
detailed_routing,viasPerCell,5.50,
global_route,use_met3,0.0693,
global_route,grt_pass1_wl,68.1,mm
final_layout,drive_above_1_share,0.0952,
synthesis,synth.distinct_cells,79,
detailed_routing,drt-wirelength-per-cell,20.7,um
synthesis,ys.flop_type,edfxtp_1,
setup_path,cp_cell_sequence,buf_4 > clkdlybuf4s50_1,
floorplan,chip_area,39100,um^2
place,gp_congestion,0.937,
detailed_routing,num_antenna_cells,0,
clock_network,root_buffer,clkbuf_16,
worst_hold_path,min_to,preanswer[87]$_DFFE_PP_,
setup_path,criticalPathCategory,in2out,
detailed_routing,vias,11648,
clock_network,cts-resized-gates,0,
clock_network,clockBufferDepth,3,
setup_path,reg2reg_depth,8,
global_route,grt_max_degree,122,
timing,fin_crit,9090,ps
worst_hold_path,hold_class,reg2reg,
synthesis,ys_cells,1330,
synthesis,syn_area_per_cell,11.5,um^2
global_route,grt.busiest_layer,met1,
synthesis,synth-edff-count,289,
synthesis,ys_seq_frac,0.571,
timing,setup_viol,0,
job,warnings,48,
setup_path,cp-start-kind,input port,
synthesis,syn_inst,1330,
setup_path,worstPathMaxFanout,68,
clock_network,cts_tree,yes,
setup_path,cp-end-kind,primary output,
timing,rsz0062_at_grt,no,
global_route,grt_pass1_vias,11623,
timing,relSlewSlack,0.444,
detailed_routing,drtIter0Drc,811,
setup_path,worstPathArrival,5130,ps
timing,period_used_share,0.459,
job,drv_cap,0,
global_route,grt_overflow,0,
timing,setup_tns,0,ps
timing,worst_slew_pin_slew,833,ps
setup_path,cp.required,15840,ps
clock_network,clock-sinks,292,
-- final cells by class --
type	instances	area, um^2
Sequential cell	292	8750
Clock buffer	44	910
Fill cell	3285	17900
Timing Repair Buffer	330	3240
Inverter	16	60.1
Multi-Input combinational cell	912	6070
Clock inverter	13	100
Tap cell	511	639
-- synth_stat cells (4+ instances only) --
cell type | n | area (um^2)
nand2_1 | 119 | 447
buf_1 | 6 | 22.5
nand3_1 | 68 | 340
mux4_2 | 21 | 473
ha_1 | 5 | 62.6
xor2_1 | 10 | 87.6
a32oi_1 | 15 | 131
nor2b_1 | 49 | 307
and2_1 | 23 | 144
o22ai_1 | 23 | 144
clkbuf_1 | 70 | 263
nand2b_1 | 10 | 62.6
buf_2 | 25 | 125
mux2i_1 | 110 | 1100
nor2_1 | 154 | 578
or2_2 | 8 | 50.1
a31oi_1 | 12 | 75.1
nor3_2 | 4 | 40.0
buf_4 | 8 | 60.1
a21oi_1 | 82 | 410
a22oi_1 | 16 | 120
nor4_1 | 7 | 43.8
nand4_1 | 8 | 50.1
a22o_1 | 4 | 35.0
mux2_2 | 8 | 90.1
nor4_2 | 4 | 50.1
o21bai_1 | 4 | 30.0
nor3_1 | 27 | 135
edfxtp_1 | 289 | 8680
o21a_1 | 5 | 37.5
a211oi_1 | 5 | 37.5
inv_1 | 16 | 60.1
o21ai_0 | 28 | 140
o211ai_1 | 9 | 67.6
a32o_1 | 4 | 40.0
-- placed cells by master, fill, tap and decap left out, types with 9 or more instances in the layout --
master / n
edfxtp_1: 289
clkdlybuf4s50_1: 293
o211ai_1: 9
a31oi_1: 12
nor3_1: 24
mux4_2: 21
inv_1: 16
nand2_1: 119
a21oi_1: 82
xor2_1: 10
o21ai_0: 28
nand3_1: 68
nor2_1: 154
buf_4: 35
and2_1: 23
clkbuf_16: 35
a22oi_1: 16
nand2b_1: 9
nor2b_1: 49
o22ai_1: 23
a32oi_1: 15
clkbuf_1: 9
mux2i_1: 109
-- registers in the layout (all words and copies together), names as in the netlist --
signal	count
I	4
WLAST	1
RREADY	1
AWVALID	1
WDATA	7
ARADDR	12
answer	120
AWADDR	12
ARVALID	1
WVALID	1
N2	4
preanswer	120
BREADY	1
N	4
state	3
-- where the power goes --
group          internal [uW]  leakage (uW)  switching [uW]
logic                    338       0.00363             535
registers                843       0.00276            51.5
clock network            338      0.000495             245
total                   1520       0.00689             831
-- layer usage --
| layer | up-vias | routed length [um] |
|---|---|---|
| li1 | 5477 | - |
| met1 | 5655 | 18700 |
| met2 | 443 | 20300 |
| met3 | 73 | 3720 |
| met4 | 0 | 1140 |
| met5 | - | 0 |
-- metrics by stage --
step | util | instance area [um^2] | setup slack (ps)
6_report | 0.525 | 19800 | 10710
5_1_grt | 0.525 | 19800 | 10620
4_1_cts | 0.525 | 19800 | 10630
3_5_place_dp | 0.498 | 18800 | 10640
3_3_place_gp | 0.498 | 18800 | 10650
2_1_floorplan | - | 15300 | 2990
-- how the worst max path moves through the flow --
stage	startpoint	endpoint	slack (ps)	cells after the start
final	rw	mode	10710	2
after CTS	rw	mode	10630	2
after global routing	rw	mode	10620	2
-- logic make-up (layout without fill, tap and decap cells) --
logic type | after synthesis | count (layout) | synth area share
AND/OR/NAND/NOR | 514 | 514 | 0.167
flip-flops | 292 | 292 | 0.571
AND-OR/OR-AND | 238 | 238 | 0.104
multiplexers | 139 | 139 | 0.108
buffers and inverters | 127 | 403 | 0.0361
XOR/XNOR | 14 | 14 | 0.00971
adder cells (fa/ha/maj) | 5 | 5 | 0.00408
other | 1 | 2 | 0.000244
Power figures rest on the tool's default switching activity, not on a simulated workload.
