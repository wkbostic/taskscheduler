**flow/config.mk**
```make
export PLATFORM = sky130hd
export DESIGN_NAME = slave
export DESIGN_NICKNAME = slave
export VERILOG_FILES = /design/flow/design.v
export SDC_FILE = /design/flow/constraint.sdc
export NUM_CORES = 4
export LEC_CHECK = 1
export CORE_UTILIZATION = 40
```
**flow/constraint.sdc**
```tcl
current_design slave

set clk_period 12.1
set clk_io_pct 0.2

create_clock -name clk0 -period $clk_period [get_ports {clk}]

set non_clock_inputs [all_inputs -no_clocks]
set_input_delay [expr $clk_period * $clk_io_pct] -clock clk0 $non_clock_inputs
set_output_delay [expr $clk_period * $clk_io_pct] -clock clk0 [all_outputs]
```
**flow/design.v**
```verilog
`timescale 1 ns / 1 ps
module slave
(
input clk, 
input a_rst, 
input mode,  
input AWVALID, 
input WVALID,
input BREADY,
input [11:0] AWADDR,  
input [11:0] ARADDR,
input [7:0] WDATA,
input ARVALID,
input RREADY,
output reg AWREADY, 
output reg WREADY,
output reg BVALID,
output reg BRESP,
output reg ARREADY,
output reg RVALID,
output reg [7:0] RDATA,
input WLAST,
output reg RLAST,
output reg [3:0] state
);
reg [3:0] N;  
reg [7:0] MEMORY[255:0]; 
reg [7:0] ADDR;  
reg [4:0] L;  
reg [3:0] L2;  
reg flag;
integer i;
wire BURST;
localparam 
	IDLE = 4'b0000, 
	WADDR = 4'b0001, 
	WDATAST = 4'b0010, 
	WREADYST = 4'b0011, 
	WRES = 4'b0100, 
	RADDR = 4'b0101, 
	RDATAST = 4'b0110, 
	RREADYST = 4'b0110, 
	RRES = 4'b1000, 
	OK = 1'b1,  
	READ = 1'b0, 
	WRITE = 1'b1;   
always @(posedge clk, posedge a_rst) 
  begin
    if (a_rst) 
     begin 
			state <= IDLE;
			for (i = 0; i < 256; i = i + 1) begin
        MEMORY[i] = 0;
      end
		 end 
		else 
	   begin
	   	case(mode)
	   		WRITE:
	   		 begin
			   	case(state)
			   		IDLE: 
			   		 begin
			   		 	N <= 0;
			   		 	flag <= 0; 
			   		 	BVALID <= 0;
			   		 	BRESP <= 0;
			   		 	if (AWVALID)
			   		 	 begin
			   		 		AWREADY <= 1; 
			   		 		ADDR <= AWADDR[11:4]; 
			   		 	 end 
			   		 	if (AWVALID)
			   		 		state <= WADDR; 
			   		 end 
			   		WADDR: 
			   		 begin
			   		 	AWREADY <= 0; 
			   		 	state <= WDATAST;
			   		 end 
			   		WDATAST: 
			   		 begin
			   		 	if (WVALID)
			   		 	 begin
			   		 	 	if (ADDR == 255)
			   		 	 		flag <= 1; 
			   		 	 	if (!flag) 
			   		 	 		MEMORY[ADDR] <= WDATA;
			   		 		ADDR <= ADDR + 1; 
			   		 		N <= N+1; 
			   		 		WREADY <= 1; 
			   		 		if(WLAST)
			   		 			WREADY <= 0;
			   		 	 end
			   		 	if (WVALID)
			   		 	 begin
			   		 	 	if (WLAST)
			   		 	 		state <= WRES; 
			   		 	 	else begin
			   		 	 		state <= WREADYST;
			   		 	 	end
			   		 	 end
			   		 end
			   		WREADYST: 
			   		 begin
			   		 	WREADY <= 0;
			   		 	state <= WDATAST;
			   		 end
			   		WRES: 
			   		 begin
			   		 	BVALID <= 1; 
			   		 	BRESP <= OK; 
			   		 	state <= IDLE;
			   		 end
			   		default: state <= IDLE; 
			   	endcase 
			   end
			 	READ: 
			 	 begin
			 	 	case(state)
			 	 		IDLE:
			 	 		 begin
			 	 		 	N <= 0;
			 	 		 	flag <= 0;
			 	 		 	BVALID <= 0;
			   		 	BRESP <= 0;
			   		 	RDATA <= 0;  
			 	 		 	if (ARVALID)
			 	 		 	 begin
			 	 		 	 	ADDR = ARADDR[11:4]; 
			 	 		 	 	N <= N+1;
			 	 		 	 	L <= ARADDR[3:0]; 
			 	 		 	 	L2 <= ARADDR[3:0] - 1;
			 	 		 	 	if(~BURST)
			 	 		 	 		RDATA <= MEMORY[ADDR];
			 	 		 	 end 
			 	 		 	if (ARVALID)
			 	 		 		state <= RDATAST; 
			 	 		 end 
			 	 		RADDR:
			 	 		 begin
			 	 			L2 <= L-1;
			 	 			state <= RDATAST;
			 	 		 end
			 	 		RDATAST:
			 	 		 begin
			 	 		  if (ADDR == 255)
			   		 	 	flag <= 1; 
			   		 	if (!flag) 
			 	 		 		RDATA <= MEMORY[ADDR]; 
			 	 		 	ADDR <= ADDR + 1; 
			 	 		 	ARREADY <= 1; 
			 	 		 	N <= N+1; 
			 	 		 	RVALID <= 1; 
			 	 		 	if (N==L2 || ~BURST) 
			 	 		 		RLAST <= 1; 
			 	 		 	else if (N==L) begin
			 	 		 		RLAST <= 0; 
			 	 		 		RVALID <= 0;
		 	 		 		end
		 	 		 		if(N == L)
		 	 		 			state <= RRES;
			 	 		 	else if (!RREADY)
			 	 		 		state <= RREADYST; 
			 	 		 end 
			 	 		RREADYST:
			 	 		 begin
			 	 		 	RVALID <= 0; 
			 	 		 	RLAST <= 0;
			 	 		 	if (N==L)
			 	 		 		state <= RRES; 
			 	 		 	else 
			 	 		 		state <= RDATA; 
			 	 		 end
			 	 		RRES:
			 	 		 begin
			 	 		 	BVALID <= 1; 
			 	 		 	BRESP <= OK; 
			 	 		 	RLAST <= 0;
			 	 		 	RVALID <= 0;
			 	 		 	ARREADY <= 0;
			 	 		 	state <= IDLE; 
			 	 		 end
			 	 	endcase
			 	 end
		   endcase
	   end 
  end
  assign BURST = (ARADDR[3:0] != 1);
endmodule  
```
**flow/run.sh**
```bash
#!/bin/bash
# OpenROAD 26Q1-2900-gdf79404cd8, Yosys 0.63+post, stock flow scripts
make -C /OpenROAD-flow-scripts/flow DESIGN_CONFIG=/design/flow/config.mk WORK_HOME=/design/flow/orfs finish
```
==> flow_summary.ini <==
; yosys + openroad results
[logic_synthesis]
topCellsByArea = dfrtp_1 (48%), mux2_2 (22%), a22oi_1 (9.4%)
ys_async_sr_fraction = 0.983
ys_cells = 9244
yosysChipArea_sq_mm = 0.108
most_common_cell = mux2_2
netlist_instances = 9244
ys_types = 89
edf_count = 35
syn_area_sq_mm = 0.108
ys_top_cells_by_count = mux2_2 (2057), dfrtp_1 (2052), a22oi_1 (1346), nor2_1 (492), nand2_1 (459)
yosysTopAreaCell = dfrtp_1
netlist.area_leader.share = 0.477
avgSynthCellArea_sq_um = 11.6
ys_ff = 2087
ys_seq_frac = 0.487
yosysWarnings = 2
flop_cell = dfrtp_1

[global_route]
grt_max_degree = 125
overflow = 23994
grt_pass1_wl_um = 1770000
grt_pass1_vias = 143084
grt_use_total = 1.04

[outcome]
status = did not finish
haltStage = 5_1_grt
firstError = [ERROR GRT-0116] Global routing finished with congestion. Check the congestion regions in the DRC Viewer.

[clock_network]
cts_root_buf = clkbuf_16
cts_setup_buffers = 0
ctsHoldBuffers = 0
clock_sinks = 2087
post_cts_resized = 0
clk_path_buf_depth = 4
cts_buffers = 238
htree_levels = 4

[placed_design]
post-dp-hpwl_um = 953000
gp_congestion = 1.69
placed_cell_area_sq_mm = 0.119
port_buffers = 54

[die]
fp_util = 0.402
die-width_um = 521
ios = 60
rows = 190
die-height_um = 521
==> routing by layer <==
layer / global-route usage / GRT overflow
met5: 0.906 / 414
met4: 0.967 / 3273
met3: 0.984 / 3564
met2: 1.15 / 12079
met1: 1.02 / 4664
==> through the flow <==
step	std cells	setup WS (ns)	power (mW)
CTS	13735	4.80	18.6
floorplan	9244	-21.58	8.59
global placement	13298	3.91	10.8
detailed placement	13298	3.84	10.8
==> logic make-up after synthesis <==
group                      after synthesis  synth area share
AOI/OAI and AO/OA                     2470             0.175
xor gates and xnor gates                22           0.00179
adders and majority gates                8          0.000930
buffers and inverters                  725            0.0299
DFF                                   2087             0.487
muxes                                 2076             0.217
and+or+nand+nor                       1856            0.0887
No activity file was given, so power comes from the tool's default toggle rates.
